File: flow/config.mk
export PLATFORM = sky130hd
export DESIGN_NAME = CLA_4bit
export DESIGN_NICKNAME = CLA_4bit
export VERILOG_FILES = /design/flow/design.v
export SDC_FILE = /design/flow/constraint.sdc
export NUM_CORES = 4
export LEC_CHECK = 1
export CORE_AREA = 10 10 70 70
export DIE_AREA = 0 0 80 80
File: flow/constraint.sdc
current_design CLA_4bit

set clk_period 3.8
set clk_io_pct 0.2

create_clock -name clk0 -period $clk_period

set non_clock_inputs [all_inputs -no_clocks]
set_input_delay [expr $clk_period * $clk_io_pct] -clock clk0 $non_clock_inputs
set_output_delay [expr $clk_period * $clk_io_pct] -clock clk0 [all_outputs]
File: flow/design.v
module CLA_4bit (
    input [3:0] A,
    input [3:0] B,
    input Cin,
    output [3:0] Sum,
    output Cout
);
    wire [4:0] C;
    assign C[0] = Cin;
    genvar i;
    generate
        for (i = 0; i < 4; i = i + 1) begin : FA_LOOP 
            FullAdder FA (
                .A(A[i]),
                .B(B[i]),
                .Cin(C[i]),
                .Sum(Sum[i]),
                .Cout(C[i+1])
            );
        end
    endgenerate
    assign Cout = C[4];
endmodule
module FullAdder (
    input A,
    input B,
    input Cin,
    output Sum,
    output Cout
);
    wire AxorB;
    wire AandB, AxorBandCin;
    xor (AxorB, A, B);
    xor (Sum, AxorB, Cin);
    and (AandB, A, B);
    and (AxorBandCin, AxorB, Cin);
    or  (Cout, AandB, AxorBandCin);
endmodule
File: flow/run.sh
#!/bin/bash
# OpenROAD 26Q1-2900-gdf79404cd8, Yosys 0.63+post, stock flow scripts
make -C /OpenROAD-flow-scripts/flow DESIGN_CONFIG=/design/flow/config.mk WORK_HOME=/design/flow/orfs finish
==> metrics.csv <==
metric,value,unit
yosys.cell_types.count,3,
flop_area,0,µm²
syn-instance-count,18,
ant_nets,0,
die_h,80,µm
routedWlPerCell,5.51,µm
worst_pin_slew,98.5,ps
seq_cell_count,0,
crit_type,in -> out,
grt_overflow,0,
viasPerCell,1.64,
ys_cells,18,
place_inst,74,
drc_errors,0,
arrival,2910,ps
drtPass1Iterations,2,
grt_pass1_wl,717,µm
power.density,116,nW/µm²
critPathCaptureType,primary output,
chip_area,6400,µm²
synth.top_cell.area_share,54.2,%
initCoreUtil,4.32,%
hp-class,in -> out,
tool_warnings,32,
worstPathMaxFanout,1,
hold_buffers,0,
core_area,3420,µm²
crit_required,3040,ps
setup_violations,0,
numPortBuffers,14,
antenna_cells,0,
fin_setup_tns,0,ps
fin_crit,3670,ps
wl,408,µm
nClkBuffers,0,
critPathLaunchType,input port,
finalCritPeriodShare,96.7,%
synthesis.area_per_instance,8.20,µm²
vias,121,
hold_violations,0,
top_cells_by_area,"fa_1 (54%), inv_1 (25%), buf_4 (20%)",
dieWidth,80,µm
grt_antenna_before_repair,0,
rows,21,
finalMaxSlewViolations,0,
first_global_vias,145,
nFillCells,402,
drt_iter0_markers,3,
lay_top_count,clkdlybuf4s50_1,
timing.hold.ws,2430,ps
outcome,"complete, no violations",
combGateArea,90.1,µm²
dp_hpwl,393,µm
ios,14,
yosysTopAreaCell,fa_1,
syn_to_final_growth,119,%
ys_seq_share,0,%
place_congestion,0.779,
peakVddDrop,0.0381,mV
rsz0062_at_grt,no,
grt_max_degree,2,
fmax,272,MHz
synth_area,148,µm²
yosys_area,148,µm²
layout.cells.non_filler,74,
p_leak,0.000132,µW
cap_violations,0,
layout-drive-gt1-share,28.6,%
slew_headroom,93.4,%
grt.total_usage,1.35,%
ys_warn_count,0,
final_cell_mix,"clkdlybuf4s50_1 (12), inv_1 (6), inv_2 (4), fa_2 (4), dlygate4sd2_1 (2)",
-- path summary, 6_finish.rpt --
| check | from | to | depth (start not counted) | slack (ps) |
|---|---|---|---|---|
| max | B[0] | Cout | 10 | 130 |
| min | A[0] | Sum[0] | 5 | 2430 |
-- area by class of cell --
cell class / count / area share [%]
repair buffers: 14 / 42.6
multi-input cells: 4 / 27.9
well taps: 46 / 17.8
inverters: 10 / 11.6
-- synthesized netlist by cell type --
cell type and instances:
buf_4 4, fa_1 4, inv_1 10
-- repair_timing --
item,CTS,global route
resized,7,3
gates cloned,0,0
endpoints found under the setup margin,2,2
buffers inserted,0,0
pin swaps,2,2
-- through the flow --
stage	utilization, %	area, µm²	setup slack (ps)	power, µW
3_5_place_dp	9.23	315	-200	38.3
5_1_grt	9.45	323	8.56	43.8
2_1_floorplan	-	148	703	18.1
4_1_cts	9.38	320	11.1	38.5
3_3_place_gp	9.23	315	-185	38.2
6_report	9.45	323	126	37.4
-- per-layer routing --
metal	global-route usage (%)	part of all wire, %
met1	2.08	56
met2	1.85	26
met3	0.455	18
met4	0	0
met5	0	0
-- report_power, final --
group / switching (µW) / internal [µW]
sequential: 0 / 0
combinational: 11.0 / 26.5
clock: 0 / 0
total: 11.0 / 26.5
-- cells by family (layout without fill, tap and decap cells) --
| family | Yosys count | in the layout | synth area share, % |
|---|---|---|---|
| adders and majority gates | 4 | 4 | 54.2 |
| buffers and inverters | 14 | 24 | 45.8 |
-- worst max-delay path: stages --
cell	delay [ps]
clkdlybuf4s50_1	450
inv_1	50
fa_2	350
inv_2	60
fa_2	200
fa_2	190
inv_2	40
fa_2	320
inv_2	50
clkdlybuf4s50_1	450
No activity file was given, so power comes from the tool's default toggle rates.
