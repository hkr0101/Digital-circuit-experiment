$ cat design/flow/design.v
`timescale 1ns / 1ps
module Shift_Register(
    input cr_,s0,s1,cp,sr,sl,
    input [7:0] d,
    output reg [7:0] Q
    );
    integer i;
    always@(negedge cr_ or posedge cp)begin
        if(~cr_)begin
            Q <= 8'b00000000;
        end else if(s1 & s0)begin
            Q<=d;
        end else if(s0)begin
            for(i=1;i<=7;i=i+1)begin
                Q[i-1]<=Q[i];
            end
            Q[7]<=sr;
        end else if(s1)begin
            for(i=0;i<=6;i=i+1)begin
                Q[i+1]<=Q[i];
            end
            Q[0]<=sl;
        end
    end
endmodule
$ cat design/flow/run.sh
#!/bin/bash
# OpenROAD 26Q1-2900-gdf79404cd8, Yosys 0.63+post, stock flow scripts
make -C /OpenROAD-flow-scripts/flow DESIGN_CONFIG=/design/flow/config.mk WORK_HOME=/design/flow/orfs finish
$ cat design/flow/config.mk
export PLATFORM = sky130hd
export DESIGN_NAME = Shift_Register
export DESIGN_NICKNAME = Shift_Register
export VERILOG_FILES = /design/flow/design.v
export SDC_FILE = /design/flow/constraint.sdc
export NUM_CORES = 4
export LEC_CHECK = 1
export CORE_AREA = 10 10 74 74
export DIE_AREA = 0 0 84 84
$ cat design/flow/constraint.sdc
current_design Shift_Register

set clk_period 1.2
set clk_io_pct 0.2

create_clock -name clk0 -period $clk_period [get_ports {cp}]

set non_clock_inputs [all_inputs -no_clocks]
set_input_delay [expr $clk_period * $clk_io_pct] -clock clk0 $non_clock_inputs
set_output_delay [expr $clk_period * $clk_io_pct] -clock clk0 [all_outputs]
==> GITHUB_STEP_SUMMARY <==
### Flow metrics

| Metric | Value |
|---|---|
| Outcome | `complete, no violations` |
| P_sw | `229 uW` |
| TritonCTS Buffers | `3` |
| Die area | `7060 um2` |
| First-pass GRT wire length | `2150 um` |
| CP cell instances | `clkdlybuf4s50_1 -> mux4_2` |
| Antenna violations before repair | `0` |
| Chip Area, Yosys | `403 um2` |
| Post-synthesis cell area | `403 um2` |
| Peak VDD IR | `0.472 mV` |
| Vias | `316` |
| Largest registers | `Q x8` |
| RSZ-0062 raised after global routing | `false` |
| P per Cell Area | `1340 nW/um2` |
| H-tree depth | `1` |
| # diodes | `0` |
| Crit Path Class | `in2reg` |
| CP endpoint kind | `flip-flop` |
| Vias per std cell | `3.16` |
| Max Fclk | `868 MHz` |
| # hold bufs at CTS | `0` |
| Latency at later pin | `0.23 ns` |
| Input/output buffers | `21` |
| Max incr delay on CP | `0.50 ns` |
| CTS tree | `built` |
| Max-cap violations | `0` |
| Log Warnings | `25` |
| Setup TNS | `0 ns` |
| Net Sw Frac | `22.1%` |
| Critical path's top delay family | `buffers and inverters` |
| Buf/Inv on CP | `1` |
| Crit path max fanout | `2` |
| Comb pwr share | `34.1%` |
| Total GRT Usage | `3.94%` |
| Worst Path Arrival | `1.25 ns` |
| Pins over their slew limit | `0` |
| Final ANT Viol Nets | `0` |
| WL final | `1240 um` |
| Clk slew on worst S/H paths | `0.04 ns` |
| Num ports | `22` |
| Share of layout cells above drive strength 1 | `42.0%` |
| Mapped Cells | `18` |
| Critical Path RT | `1.29 ns` |
| Worst setup margin | `0.0474 ns` |
| Min cycle time layout | `1.15 ns` |
| Cell area after layout | `771 um2` |
| Largest net degree at the start of global routing | `9` |
| Average size of a mapped cell | `22.4 um2` |
| Slew headroom | `74.6%` |
| Final hold slack | `0.302 ns` |
| DRC Markers | `0` |
| Core box area | `3970 um2` |
| Distinct lib cells | `3` |
| # setup viols final | `0` |
| Synth flops | `8` |
| HP Class | `in2async` |
| Fin crit share | `96.0%` |
| Num rows | `23` |
| Die Y | `84 um` |
| CTS root buf | `clkbuf_8` |
| Sequential share of power | `35.2%` |
| Remaining global-route overflow | `0` |
| Most flop-heavy register | `Q` |
| Initial core utilization | `10.1%` |
| Placed instance area | `681 um2` |
| Startpoint types | `primary input` |
| Place WS | `-0.337 ns` |
| Final hold vios | `0` |
| Pre-antenna DRT Iters | `3` |
| Die W | `84 um` |
| 1st-iter DRT viols | `7` |
| Leakage | `0.314 nW` |
| Worst slew pin tran | `0.380 ns` |
| Routed WL per cell | `12.4 um` |
| Vias in the first global route | `398` |
| Register area share after synthesis | `49.7%` |
| Ys cells | `18` |
| Internal power | `805 uW` |
| Clk sink count | `8` |
| Routability cong. | `0.698` |
| Clk buf depth | `2` |
| Area Overhead vs Synth | `91.3%` |
| Max FFs per register | `8` |
| Yosys warnings | `1` |
| Critical Path Slowest Stage Cell | `clkdlybuf4s50_1` |
| Fin Clk Skew | `0.0000747 ns` |
| Clock group share of total power | `30.7%` |
| Utilization after layout | `19.4%` |
[repair_timing]
action | 4_1_cts | 5_1_grt
endpoints found under the setup margin | 15 | 0
setup buffers | 8 | 0
resized | 9 | 0
endpoints found under the hold margin | 0 | 0
[cell type report]
type / count / area, um2
fill: 434 / 3200
timing repair buffer: 31 / 287
sequential: 8 / 200
multi-input combinational: 8 / 180
tap: 50 / 62.6
clock buffer: 3 / 41.3
[per-layer routing]
layer / vias to the layer above / track usage [%] / part of all wire, %
li1: 140 / - / -
met1: 150 / 5.63 / 52
met2: 26 / 4.11 / 30
met3: 0 / 3.84 / 18
met4: 0 / 0.152 / 0
met5: - / 0 / 0
[synth_stat cells (all sizes together)]
master  instances  area, um2
buf             2       22.5
dfrtp           8        200
mux4            8        180
[cell families after synthesis]
group	share of synthesized area, %
buffers and inverters	5.59
multiplexers	44.7
flip-flops	49.7
[placed cells by master, fill, tap and decap left out]
master	instances
clkdlybuf4s50_1	12
dlygate4sd2_1	9
buf_4	9
dfrtp_1	8
mux4_2	8
clkbuf_8	3
buf_12	1
[metrics by stage]
stage | cells | power (mW)
4_1_cts | 100 | 1.04
6_report | 100 | 1.03
3_3_place_gp | 89 | 0.669
3_5_place_dp | 89 | 0.672
5_1_grt | 100 | 1.11
2_1_floorplan | 18 | 0.474
[power groups by stage]
stage / logic (mW) / registers, mW / clock network (mW)
after CTS: 0.354 / 0.362 / 0.325
after global routing: 0.388 / 0.373 / 0.349
final: 0.352 / 0.363 / 0.318
[final timing paths]
kind	from	cells past startpoint	slack, ns	end
max in group asynchronous	cr_	1	0.63	Q[7]$_DFFE_PN0P_
min reg2reg	Q[0]$_DFFE_PN0P_	2	0.69	Q[0]$_DFFE_PN0P_
max reg2reg	Q[5]$_DFFE_PN0P_	2	0.09	Q[6]$_DFFE_PN0P_
min in group clk0	s1	3	0.61	Q[6]$_DFFE_PN0P_
max	s0	2	0.05	Q[6]$_DFFE_PN0P_
min	cr_	1	0.30	Q[2]$_DFFE_PN0P_
Power and IR drop assume default switching activity.
