`flow/run.sh`:
```
#!/bin/bash
# OpenROAD 26Q1-2900-gdf79404cd8, Yosys 0.63+post, stock flow scripts
make -C /OpenROAD-flow-scripts/flow DESIGN_CONFIG=/design/flow/config.mk WORK_HOME=/design/flow/orfs finish
```
`flow/config.mk`:
```
export PLATFORM = sky130hd
export DESIGN_NAME = binary_decoder
export DESIGN_NICKNAME = binary_decoder
export VERILOG_FILES = /design/flow/design.v
export SDC_FILE = /design/flow/constraint.sdc
export NUM_CORES = 4
export LEC_CHECK = 1
export CORE_AREA = 10 10 70 70
export DIE_AREA = 0 0 80 80
```
`flow/constraint.sdc`:
```
current_design binary_decoder

set clk_period 1.0
set clk_io_pct 0.2

create_clock -name clk0 -period $clk_period

set non_clock_inputs [all_inputs -no_clocks]
set_input_delay [expr $clk_period * $clk_io_pct] -clock clk0 $non_clock_inputs
set_output_delay [expr $clk_period * $clk_io_pct] -clock clk0 [all_outputs]
```
`flow/design.v`:
```
`timescale 1ns / 1ps
module binary_decoder(
    input A,B,C,G1,G2A,G2B,
    output reg [7:0]Y_
    );
    reg [7:0]Y;
    always@(*)begin
        Y = 8'b0;
        if(G1&G2A&G2B)begin
        Y[0]=!(A|B|C);
        Y[1]=A&!B&!C;
        Y[2]=!A&B&!C;
        Y[3]=A&B&!C;
        Y[4]=!A&!B&C;
        Y[5]=A&!B&C;
        Y[6]=!A&B&C;
        Y[7]=A&B&C;
        end
        Y_=~Y;
     end
endmodule
```
==> impl_metrics.csv <==
group,metric,value,unit
global_route,antenna_found_initial,0,
logic_synthesis,syn_avg_cell_area,6.78,um2
global_route,overflow,0,
pwr,p_int,32.1,uW
logic_synthesis,ys_sh_xor,0,%
place,gp_congestion,0.759,
floorplanning,rows,21,
worst_setup_path,worst_path_max_delay_cell,"and3b_2",
worst_setup_path,cp_num_buf_inv,2,
final_timing,fmax,1.03,GHz
worst_setup_path,crit_chain,"buf_6 -> and3b_2 -> nand4b_1 -> buf_2",
final_timing,rsz0062_at_grt,"true",
pwr,vdd_drop_max,0.0145,mV
global_route,track_usage,1.52,%
place,io_buffers,14,
floorplanning,dieArea,6400,um2
logic_synthesis,synth.cellmix.adderShare,0,%
floorplanning,chipWidth,80,um
logic_synthesis,syn_inst,12,
floorplanning,die_height,80,um
outcome,status,"finished, final reports clean",
pwr,switching_share,40.5,%
logic_synthesis,ys_sh_mux,0,%
final_timing,period_used_share,96.9,%
pwr,seq_power_share,0,%
run,maxCapViolCount,0,
logic_synthesis,yosysWarnings,1,
hold_path,min_to,"Y_[4]",
detailed_routing,postRouteAntennaNets,0,
layout,syn2layout_area_growth,218,%
detailed_routing,drc,0,
cts,hold_buffers,0,
worst_setup_path,worst_setup_path_start_kind,"primary input",
logic_synthesis,yosys_cells,12,
logic_synthesis,synth_seq_share,0,%
detailed_routing,vias,161,
detailed_routing,vias_per_cell,2.15,
final_timing,relSlewSlack,88.5,%
floorplanning,num_io_pins,14,
worst_setup_path,setup.worst_path.end_class,"primary output",
logic_synthesis,ys_sh_simple,100,%
pwr,comb_power_share,100.0,%
worst_setup_path,worstPathMaxFanout,4,
worst_setup_path,critical-path-top-delay-family,"simple AND/OR/NAND/NOR gates",
detailed_routing,wl_per_cell,7.08,um
global_route,grt_pass1_vias,177,
final_timing,hold_viol,0,
layout,clock_buffers,0,
layout,drive_above_1_share,72.4,%
worst_setup_path,cp_data_required_time,800,ps
final_timing,worstMarginPinSlew,172,ps
worst_setup_path,max_stage_delay,260,ps
pwr,power_density,208,nW/um2
detailed_routing,drt_iter0_markers,4,
layout,ff_count,0,
detailed_routing,first_pass_iters,3,
layout,fillCellCount,409,
logic_synthesis,synthAoiAreaFrac,0,%
logic_synthesis,ys_types,6,
pwr,p_total,53.9,uW
detailed_routing,diodes,0,
global_route,grt_pass1_wl,828,um
floorplanning,fp_util,2.38,%
final_timing,final.min_clock_period,969,ps
hold_path,min_path_type,"in -> out",
pwr,p_leak,0.0882,nW
logic_synthesis,synthTopLogicFamily,"simple AND/OR/NAND/NOR gates",
detailed_routing,wl,531,um
final_timing,setup_slack,30.5,ps
run,warning_count,33,
final_timing,finalMaxSlewViolations,0,
worst_setup_path,arrival,770,ps
pwr,switchingPower,21.8,uW
pwr,clkPwrFrac,0,%
layout,register_area,0,um2
global_route,grt_start_max_net_pins,7,
place,place_hpwl,453,um
logic_synthesis,syn-cell-area,81.3,um2
hold_path,worstHoldStart,"A",
floorplanning,core,3420,um2
place,dp_slack,-709,ps
worst_setup_path,critPathKind,"in -> out",
final_timing,finalSetupViolations,0,
logic_synthesis,ys_area,81.3,um2
hold_path,hold-path-cell-count,4,
-- power by group through the flow --
stage	combinational (mW)	sequential [mW]	clock, mW
after CTS	0.0548	0	0
final	0.0539	0	0
after global routing	0.0594	0	0
-- per-layer routing --
metal / share of wire (%) / vias to the layer above / GRT usage [%] / routed length, um
li1: - / 83 / - / -
met1: 45 / 68 / 1.91 / 240
met2: 38 / 10 / 2.41 / 200
met3: 17 / 0 / 0.795 / 91
met4: 0 / 0 / 0 / 0
met5: 0 / - / 0 / 0
-- worst max-delay path by stage --
| stage | slack [ps] | to | cells past startpoint | start |
|---|---|---|---|---|
| final | 30 | Y_[2] | 4 | C |
| after global routing | -20 | Y_[2] | 4 | C |
| after CTS | 5 | Y_[6] | 5 | G2A |
-- logic make-up (layout without fill, tap and decap cells) --
| kind of cell | count (synthesis) | count (layout) |
|---|---|---|
| and+or+nand+nor | 12 | 12 |
| buffers and inverters | 0 | 17 |
-- cell usage in the layout, fill, tap and decap left out --
master    instances
buf_2            12
nand4_1           2
buf_6             2
nor3b_4           1
nand2_2           1
and3b_2           1
nand4b_1          2
and3_4            1
nand2_1           3
buf_4             3
and3b_1           1
-- area by class of cell --
type,count,area (um2),area share [%]
tap,46,57.6,22.2
timing repair buffer,17,105,40.6
multi-input combinational,12,96.3,37.2
-- cells in the mapped netlist --
master,number,share of area [%]
and3_1,1,7.7
and3b_1,2,22
nand2_1,4,18
nand4_1,2,15
nand4b_1,2,22
nor3b_2,1,15
-- repair_timing --
| item | in CTS | in global routing |
|---|---|---|
| resized | 53 | 2 |
| pin swaps | 9 | 3 |
| endpoints found under the setup margin | 8 | 5 |
| setup buffers | 2 | 0 |
| hold endpoints to repair | 0 | 0 |
-- per-stage QoR --
stage                     cell area, um2  hold slack [ps]  std cells  setup TNS [ps]  util [%]
after floorplan                     81.3              426         12               0         -
after global placement               294             1440         74           -5360      8.61
after detailed placement             294             1470         74           -5420      8.61
after CTS                            262              707         76               0      7.66
after global routing                 259              727         75           -16.8      7.58
final                                259              693         75               0      7.58
Power figures rest on the tool's default switching activity, not on a simulated workload.
